==> ./design.v <==
module ram (
    clk,
    mem_valid, mem_ready,
    mem_addr, mem_rdata,
    mem_wdata, mem_wstrb
);
    input clk;
    input mem_valid;
    output reg mem_ready;
    input [31:0] mem_addr;
    output reg [31:0] mem_rdata;
    input [31:0] mem_wdata;
    input [3:0] mem_wstrb;
    parameter DEPTH = 8;
    localparam WORDS = 1 << DEPTH;
    reg [31:0] memory [WORDS-1:0];
    integer i;
    wire [DEPTH-1: 0] addr = mem_addr[DEPTH-1 + 2: 2];
    always @ (posedge clk) begin
        mem_ready <= 0;
        if(mem_valid && !mem_ready) begin
            mem_ready <= 1;
            mem_rdata <= memory[addr];
            if(mem_wstrb[0]) memory[addr][7:0] <= mem_wdata[7:0];
            if(mem_wstrb[1]) memory[addr][15:8] <= mem_wdata[15:8];
            if(mem_wstrb[2]) memory[addr][23:16] <= mem_wdata[23:16];
            if(mem_wstrb[3]) memory[addr][31:24] <= mem_wdata[31:24];
        end
    end
endmodule
==> ./run.sh <==
#!/bin/bash
# OpenROAD 26Q1-2900-gdf79404cd8, Yosys 0.63+post, stock flow scripts
make -C /OpenROAD-flow-scripts/flow DESIGN_CONFIG=/design/flow/config.mk WORK_HOME=/design/flow/orfs finish
==> ./config.mk <==
export PLATFORM = sky130hd
export DESIGN_NAME = ram
export DESIGN_NICKNAME = ram
export VERILOG_FILES = /design/flow/design.v
export SDC_FILE = /design/flow/constraint.sdc
export NUM_CORES = 4
export LEC_CHECK = 1
export CORE_UTILIZATION = 50
export SYNTH_HDL_FRONTEND = slang
export SYNTH_MEMORY_MAX_BITS = 65536
==> ./constraint.sdc <==
current_design ram

set clk_period 31.3
set clk_io_pct 0.2

create_clock -name clk0 -period $clk_period [get_ports {clk}]

set non_clock_inputs [all_inputs -no_clocks]
set_input_delay [expr $clk_period * $clk_io_pct] -clock clk0 $non_clock_inputs
set_output_delay [expr $clk_period * $clk_io_pct] -clock clk0 [all_outputs]
==> flow_metrics.tcl <==
# place-and-route summary
set metrics [dict create \
    min_to "mem_ready$_DFF_P_" \
    setup_viol 0 \
    drc 0 \
    ctsRootBufferMaster "clkbuf_16" \
    p_per_area_mw_per_mm2 64.21 \
    die_area_mm2 0.6294 \
    drive_above_1_share_pct 24.59 \
    synth_cell_type_count 22 \
    crit_path_top_delay_cell "o41ai_1" \
    topCombFamilyByArea "multiplexers" \
    finalCritPeriodShare_pct 41.63 \
    dpl.hpwl_um 464400 \
    die-height_um 793.4 \
    ys_async_sr_fraction_pct 0 \
    grt_usage_pct 28.71 \
    r2r-start "mem_ready$_DFF_P_" \
    die-width_um 793.4 \
    fin_skew_ns 0.07563 \
    final_area_mm2 0.3506 \
    fp_util_pct 50.20 \
    antenna_left 0 \
    r2r_slack_ns 26.39 \
    place_area_mm2 0.3246 \
    cts-resized-gates 0 \
    path_class "in2reg" \
    critPathMaxStageDelay_ns 0.78 \
    ys_seq_elements 8225 \
    cp_common_cell "buf_4" \
    finalWorstPathRequiredPeriod_ns 13.03 \
    ys_sh_mux_pct 14.73 \
    synth-edff-count 8224 \
    cts_tree "done" \
    first_pass_iters 8 \
    cpLargestDelayFamily "buffers and inverters" \
    cts_buffers 806 \
    worst-path-stages 15 \
    antenna_found_initial 52 \
    p_total_mw 22.51 \
    hold_viol_final 0 \
    simple_gate_area_share_pct 1.505 \
    insertion_delay_ns 1.15 \
    htree_levels 6 \
    tightestPinTransition_ns 1.350 \
    cts_buffer_depth 4 \
    slew_headroom_pct 9.657 \
    drt_iter0_drc 9470 \
    cts.sinks 8225 \
    rsz0062_at_grt "no" \
    hold_depth 1 \
    most_common_cell "edfxtp_1" \
    drv_cap 0 \
    io_pins 103 \
    syn-instance-count 14080 \
    ys_cells 14080 \
    cp-start-kind "input port" \
    via_count 146600 \
    synthAoiAreaFrac_pct 3.631 \
    rows 290 \
    max_freq_ghz 0.07675 \
    crit_chain "buf_16 -> buf_4 -> buf_4 -> buf_4 -> buf_4 -> buf_4 -> buf_4 -> buf_12 -> buf_4 -> mux4_2 -> a22oi_1 -> a21oi_1 -> o41ai_1 -> buf_4 -> nand4_1" \
    area_growth_syn_to_layout_pct 11.98 \
    r2r_end "memory[253][3]$_DFFE_PP_" \
    yosys_area_mm2 0.3131 \
    port_buffers 78 \
    post_cts.repair.setup_buffers 0 \
    grt_pass1_wl_um 1132000 \
    yosys.area.top_type "edfxtp_1" \
    slew_violations 0 \
    synth_top_area_share_pct 78.87 \
    cp-end-kind "register" \
    fin_setup_tns_ns 0 \
    routedWlPerCell_um 33.26 \
    adder_share_pct 0 \
    crit_arrival_ns 13.88 \
    xor_share_pct 0 \
    routed_wl_um 785500 \
    common_cells "edfxtp_1, mux4_2, nor2_1, a22oi_1, clkbuf_1" \
    status "finished, final reports clean" \
    path_clk_slew_ns 0.06 \
    gp_congestion 0.8691 \
    grt_overflow 0 \
    crit_buf_inv 10 \
    ys_seq_share_pct 78.87 \
    grt_max_degree 130 \
    viasPerCell 6.207 \
    grt_pass1_vias 166300 \
    worstHoldStart "mem_ready$_DFF_P_" \
    ys_warn_count 0 \
    tool_warnings 90 \
    syn-cell-area_mm2 0.3131 \
    ctsHoldBuffers 0 \
    ir_worst_vdd_uv 59.88 \
    area_leaders "edfxtp_1, mux4_2, a22oi_1, nor2_1, a21oi_1" \
    core_mm2 0.6237 \
    required_ns 32.15 \
    r2r_cells 5 \
    path_max_fanout 67 \
    p_leak_nw 105.7 \
    hp-class "reg2reg" \
    avgSynthCellArea_um2 22.24 \
    ys.flop_type "edfxtp_1" \
]
## final cells by class
cell class	count	area, um^2
Fill cell	43840	273100
Sequential cell	8225	247000
Clock buffer	983	21030
Clock inverter	494	4688
Antenna cell	123	307.8
Timing Repair Buffer	548	4678
Tap cell	8322	10410
Multi-Input combinational cell	4925	62560
## routing by layer
| layer | global-route usage (%) | vias up | wire, um |
|---|---|---|---|
| met5 | 1.566 | - | 1002 |
| met1 | 35.36 | 74490 | 235500 |
| met4 | 8.996 | 58 | 31270 |
| met3 | 23.12 | 1432 | 142700 |
| li1 | - | 61000 | - |
| met2 | 40.64 | 9643 | 375100 |
## worst max path at each step
stage            from                endpoint  slack [ns]
4_1_cts   mem_addr[2]  mem_rdata[1]$_DFFE_PP_       18.03
5_1_grt   mem_addr[2]  mem_rdata[1]$_DFFE_PP_       17.43
6_report  mem_addr[2]  mem_rdata[1]$_DFFE_PP_       18.27
## cells in the final DEF, fill, tap and decap left out, drive strengths merged, types with 44 or more instances in the layout
cell type / netlist / final
buf: 313 / 503
a22oi: 1024 / 1024
a21oi: 512 / 512
mux4: 2048 / 2048
diode: 0 / 123
nor2: 1039 / 1039
o41ai: 128 / 128
clkdlybuf4s50: 0 / 44
clkbuf: 617 / 984
edfxtp: 8224 / 8224
nand2: 106 / 106
clkinv: 0 / 363
bufinv: 0 / 71
## power breakdown
part / switching (mW) / total, mW / internal, mW
Sequential: 0.0121 / 12.1 / 12.1
Combinational: 0.642 / 0.973 / 0.331
Clock: 4.04 / 9.40 / 5.36
## through the flow
stage | std cells | worst slack [ns] | utilization [%] | hold WS (ns)
after floorplan | 14080 | 21.53 | - | 0.8894
final | 23620 | 18.27 | 56.22 | 0.7363
after CTS | 23500 | 18.03 | 56.17 | 0.7210
after global routing | 23530 | 17.43 | 56.18 | 0.7896
after detailed placement | 22020 | 16.83 | 52.04 | 0.7283
after global placement | 22020 | 16.85 | 52.04 | 0.6872
## cell families after synthesis
family / Yosys count
compound gates: 1664
buf+inv: 930
flops: 8225
mux: 2048
simple gates: 1213
## state kept, by name, indices dropped and copies added (netlist names)
name and cells:
mem_rdata 32, mem_ready 1, memory 8192
Power and IR drop assume default switching activity.
