==> ./design.v <==
module rom (
    input clk,
    input mem_valid,
    output reg mem_ready,
    input [31:0] mem_addr,                   
    output reg [31:0] mem_rdata,                   
    input [31:0] mem_wdata,
    input [3:0] mem_wstrb 
);
    localparam DEPTH = 8;
    localparam WORDS = 1 << DEPTH;
    reg [31:0] rom [0:WORDS-1];
    integer i;
    initial begin
        for(i = 0; i < WORDS; i = i + 1) rom[i] <= 32'h00000000;
        rom[0] <= 32'h0080006f;
        rom[1] <= 32'h01c0006f;
        rom[2] <= 32'h00000093;
        rom[3] <= 32'h40000113;
        rom[4] <= 32'h340110f3;
        rom[5] <= 32'h00000073;
        rom[6] <= 32'h0a4000ef;
        rom[7] <= 32'h0000006f;
        rom[8] <= 32'h340090f3;
        rom[9] <= 32'h341090f3;
        rom[10] <= 32'h00408093;
        rom[11] <= 32'h341090f3;
        rom[12] <= 32'h340090f3;
        rom[13] <= 32'h30200073;
        rom[14] <= 32'hfe010113;
        rom[15] <= 32'h00812e23;
        rom[16] <= 32'h02010413;
        rom[17] <= 32'h00050793;
        rom[18] <= 32'hfef407a3;
        rom[19] <= 32'h020007b7;
        rom[20] <= 32'h00878793;
        rom[21] <= 32'hfef44703;
        rom[22] <= 32'h00e7a023;
        rom[23] <= 32'h00000013;
        rom[24] <= 32'h01c12403;
        rom[25] <= 32'h02010113;
        rom[26] <= 32'h00008067;
        rom[27] <= 32'hfe010113;
        rom[28] <= 32'h00112e23;
        rom[29] <= 32'h00812c23;
        rom[30] <= 32'h02010413;
        rom[31] <= 32'hfea42623;
        rom[32] <= 32'h01c0006f;
        rom[33] <= 32'hfec42783;
        rom[34] <= 32'h00178713;
        rom[35] <= 32'hfee42623;
        rom[36] <= 32'h0007c783;
        rom[37] <= 32'h00078513;
        rom[38] <= 32'hfa1ff0ef;
        rom[39] <= 32'hfec42783;
        rom[40] <= 32'h0007c783;
        rom[41] <= 32'hfe0790e3;
        rom[42] <= 32'h00000013;
        rom[43] <= 32'h01c12083;
        rom[44] <= 32'h01812403;
        rom[45] <= 32'h02010113;
        rom[46] <= 32'h00008067;
        rom[47] <= 32'hfe010113;
        rom[48] <= 32'h00112e23;
        rom[49] <= 32'h00812c23;
        rom[50] <= 32'h02010413;
        rom[51] <= 32'h00000793;
        rom[52] <= 32'hfef42623;
        rom[53] <= 32'h0140006f;
        rom[54] <= 32'hfec42783;
        rom[55] <= 32'h00478713;
        rom[56] <= 32'hfee42623;
        rom[57] <= 32'h0007a023;
        rom[58] <= 32'hfec42703;
        rom[59] <= 32'h00000793;
        rom[60] <= 32'hfef764e3;
        rom[61] <= 32'hfe042423;
        rom[62] <= 32'h020007b7;
        rom[63] <= 32'h00478793;
        rom[64] <= 32'h01400713;
        rom[65] <= 32'h00e7a023;
        rom[66] <= 32'h030007b7;
        rom[67] <= 32'h00478793;
        rom[68] <= 32'h00100713;
        rom[69] <= 32'h00e7a023;
        rom[70] <= 32'h000507b7;
        rom[71] <= 32'h14c78513;
        rom[72] <= 32'hf4dff0ef;
        rom[73] <= 32'h0ff0000f;
        rom[74] <= 32'hfe842783;
        rom[75] <= 32'h0107d713;
        rom[76] <= 32'h030007b7;
        rom[77] <= 32'h00177713;
        rom[78] <= 32'h00e7a023;
        rom[79] <= 32'hfe842783;
        rom[80] <= 32'h00178793;
        rom[81] <= 32'hfef42423;
        rom[82] <= 32'hfe1ff06f;
        rom[83] <= 32'h6c6c6548;
        rom[84] <= 32'h57202c6f;
        rom[85] <= 32'h646c726f;
        rom[86] <= 32'h00000a21;
    end
    wire [DEPTH-1:0] addr = mem_addr[DEPTH-1+2:2];
    always @(posedge clk) begin
        mem_ready <= 0;
        if(mem_valid && !mem_ready) begin
            mem_ready <= 1;
            mem_rdata <= rom[addr];
        end
    end
endmodule
==> ./run.sh <==
#!/bin/bash
# OpenROAD 26Q1-2900-gdf79404cd8, Yosys 0.63+post, stock flow scripts
make -C /OpenROAD-flow-scripts/flow DESIGN_CONFIG=/design/flow/config.mk WORK_HOME=/design/flow/orfs finish
==> ./config.mk <==
export PLATFORM = sky130hd
export DESIGN_NAME = rom
export DESIGN_NICKNAME = rom
export VERILOG_FILES = /design/flow/design.v
export SDC_FILE = /design/flow/constraint.sdc
export NUM_CORES = 4
export LEC_CHECK = 1
export CORE_UTILIZATION = 50
export SYNTH_HDL_FRONTEND = slang
export SYNTH_MEMORY_MAX_BITS = 65536
==> ./constraint.sdc <==
current_design rom

set clk_period 2.9
set clk_io_pct 0.2

create_clock -name clk0 -period $clk_period [get_ports {clk}]

set non_clock_inputs [all_inputs -no_clocks]
set_input_delay [expr $clk_period * $clk_io_pct] -clock clk0 $non_clock_inputs
set_output_delay [expr $clk_period * $clk_io_pct] -clock clk0 [all_outputs]
==> impl_metrics.json <==
{
  "seqPwrFrac_pct": 33.6,
  "numPortBuffers": 42,
  "gp_congestion": 1.07,
  "ys_area_um2": 4000,
  "drive_above_1_share_pct": 16.8,
  "power_frac_comb_pct": 37.8,
  "ys_seq_share_pct": 24.5,
  "rows": 32,
  "synth-adder-area-share_pct": 4.38,
  "cts-root-buf": "clkbuf_8",
  "power.internal_uw": 1110,
  "numSynthFlops": 33,
  "leakagePower_uw": 0.00184,
  "min_period_over_period_pct": 95.0,
  "finalMaxSlewViolations": 0,
  "cp_common_cell": "buf_4",
  "powerDensity_nw_per_um2": 338,
  "maxCapViolCount": 0,
  "rsz0062_at_grt": "no",
  "antenna_found_initial": 0,
  "drt-initial-drc-count": 601,
  "cpMaxStageDelayCell": "clkdlybuf4s50_1",
  "cts.sinks": 33,
  "die_width_um": 91.4,
  "synth_cell_types": 68,
  "overflow": 0,
  "cts.reportedPaths.clkPinSlew_ns": 0.08,
  "holdBufCountCts": 0,
  "io_pins": 103,
  "n_fill_cell": 667,
  "hpwl_mm": 11.5,
  "top_area_share_pct": 24.0,
  "dr.pass1.iters": 5,
  "syn_to_final_growth_pct": 24.8,
  "area_leaders": "edfxtp_1, o21ai_0, a21oi_1, ha_1, nor2_1",
  "hold_viol_final": 0,
  "cts_tree": "done",
  "status": "finished clean",
  "cts_buffers": 5,
  "fin_tns_setup_ns": 0,
  "ys_sh_xor_pct": 0.219,
  "tool_warnings": 99,
  "mostFrequentLayoutCell": "buf_4",
  "mux_area_share_pct": 2.16,
  "final_cells": 709,
  "syn_inst": 537,
  "relSlewSlack_pct": 63.8,
  "p_sw_uw": 577,
  "largest_area_cell": "edfxtp_1",
  "ant_nets": 0,
  "synthTopLogicFamily": "AND-OR/OR-AND gates",
  "grt_pass1_wl_mm": 25.0,
  "ys_sh_aoi_pct": 35.3,
  "cts_setup_buffers": 0,
  "ys_warn_count": 0,
  "avgSynthCellArea_um2": 7.44,
  "clock_path_buffers": 2,
  "cts_resized": 0,
  "peakVddDrop_mv": 0.181,
  "initCoreUtil_pct": 51.7,
  "ys_cells": 537,
  "edf_count": 32,
  "worstPathCellList": "clkdlybuf4s50_1, buf_4, ha_1, buf_4, nor2_1, a21oi_1, o21ai_0, o221ai_1",
  "period_needed_ns": 2.76,
  "required_ns": 2.89,
  "start_kind": "input pin",
  "first_global_vias": 4439,
  "clkPwrFrac_pct": 28.6,
  "synth-simple-area-share_pct": 25.5,
  "swShare_pct": 34.2,
  "crit_arrival_ns": 2.75,
  "grt_start_max_net_pins": 72,
  "via_count": 4881,
  "die_area_um2": 8350,
  "n_antenna_cell": 0,
  "layout.cells.most_common_list": "buf_4, o21ai_0, a21oi_1, nor2_1, clkdlybuf4s50_1",
  "gr-usage-all-layers_pct": 40.3,
  "drc": 0,
  "viasPerCell": 6.88,
  "synth_area_um2": 4000,
  "tightest_slew_ns": 0.530,
  "cpPeakStageDelay_ns": 0.45,
  "path_max_fanout": 9,
  "wire_per_inst_um": 22.3,
  "die_height_um": 91.4,
  "h-tree-depth": 2,
  "drt_wl_total_mm": 15.8,
  "clock_latency_ns": 0.30,
  "synth-main-ff-cell": "edfxtp_1",
  "synthArstFlopShare_pct": 0,
  "cp-end-kind": "flip-flop",
  "hold_path_class": "reg -> reg",
  "fmax_mhz": 363,
  "dp_cells": 701,
  "core_area_um2": 7730,
  "crit_type": "in -> reg",
  "clock_skew_ns": 0.0120,
  "setup-violations-final": 0
}
[final timing paths]
path          startpoint       endpoint  slack [ns]  cells after the start
min reg2reg    mem_ready      mem_ready        0.75                      2
min            mem_ready      mem_ready        0.75                      2
max          mem_addr[3]   mem_rdata[4]        0.14                      8
max reg2reg    mem_ready  mem_rdata[27]        1.74                      2
[layer usage]
| layer | wire length (um) | share of wire (%) | vias to the layer above | global-route usage (%) |
|---|---|---|---|---|
| met1 | 6420 | 41 | 2251 | 62.2 |
| li1 | - | - | 2159 | - |
| met4 | 675 | 4.3 | 0 | 11.4 |
| met3 | 2170 | 14 | 76 | 9.86 |
| met5 | 0 | 0 | - | 0 |
| met2 | 6530 | 41 | 395 | 57.5 |
[through the flow]
step | utilization, % | hold WS, ns | total power, uW | cell area [um2] | worst slack [ns]
finish | 64.5 | 0.751 | 1690 | 4990 | 0.144
global route | 64.5 | 0.799 | 1760 | 4990 | 0.157
CTS | 64.5 | 0.767 | 1670 | 4990 | 0.311
detailed placement | 63.0 | 0.756 | 1190 | 4870 | 0.00960
global placement | 63.0 | 0.743 | 1180 | 4870 | 0.0172
floorplan | - | 0.850 | 925 | 4000 | 0.331
[final cells by class]
cell class / count / area [um2] / area share [%]
clock buffers: 7 / 86.3 / 1.73
clock inverters: 1 / 30.0 / 0.602
inverters: 8 / 30.0 / 0.602
multi-input cells: 440 / 2710 / 54.3
flip-flops and latches: 33 / 981 / 19.7
well taps: 102 / 128 / 2.56
repair buffers: 118 / 1030 / 20.6
[cell families after synthesis]
group                      count (synthesis)
buffers and inverters                     64
adders and majority gates                 14
and+or+nand+nor                          201
DFF                                       33
muxes                                      6
xor gates and xnor gates                   1
AOI/OAI and AO/OA                        218
[worst max-delay path: cells and delay by family]
| kind | cells | cell delay, ns |
|---|---|---|
| adder cells (fa/ha/maj) | 1 | 0.26 |
| AND/OR/NAND/NOR | 1 | 0.37 |
| AND-OR/OR-AND | 3 | 0.67 |
| buffers and inverters | 3 | 0.86 |
[state kept, by name (all words and copies together), names as in the netlist]
register	flops
mem_rdata	32
mem_ready	1
[cells in the mapped netlist, drive strengths merged (6+ instances only)]
cell,n
edfxtp,32
o31ai,9
inv,6
a21oi,55
clkbuf,17
buf,39
nor2b,21
nor2,46
a31oi,9
nor3,12
a211o,6
nand3,29
and2,7
o21ai,59
o211ai,17
ha,14
nand2,38
nand2b,21
[power by group through the flow]
| stage | combinational (uW) | sequential (uW) | clock (uW) |
|---|---|---|---|
| final | 637 | 567 | 482 |
| after global routing | 678 | 570 | 509 |
| after CTS | 613 | 568 | 484 |
Power figures rest on the tool's default switching activity, not on a simulated workload.
